--- flow/config.mk ---
export PLATFORM = sky130hd
export DESIGN_NAME = TC_RamDualLoad
export DESIGN_NICKNAME = TC_RamDualLoad
export VERILOG_FILES = /design/flow/design.v
export SDC_FILE = /design/flow/constraint.sdc
export NUM_CORES = 4
export LEC_CHECK = 1
export CORE_UTILIZATION = 50
export SYNTH_MEMORY_MAX_BITS = 65536
--- flow/design.v ---
module TC_RamDualLoad (clk, rst, load0, save, address0, in, load1, address1, out0, out1);
    parameter UUID = 0;
    parameter NAME = "";
    parameter WORD_WIDTH = 16;
    parameter WORD_COUNT = 256;
    input clk;
    input rst;
    input load0;
    input save;
    input [32:0] address0;
    input [WORD_WIDTH-1:0] in;
    input load1;
    input [32:0] address1;
    output reg [WORD_WIDTH-1:0] out0;
    output reg [WORD_WIDTH-1:0] out1;
    reg [WORD_WIDTH-1:0] mem [0:WORD_COUNT];
    integer i;
    initial begin
        for (i=0; i<WORD_COUNT; i=i+1) mem[i] = {WORD_WIDTH{1'b0}};
        out0 = {64{1'b0}};
        out1 = {64{1'b0}};
    end
    always @ (address0 or rst or load0) begin
        if (load0 && !rst)
            out0 = mem[address0];
        else
            out0 = {WORD_WIDTH{1'b0}};
    end
    always @ (address1 or rst or load1) begin
        if (load1 && !rst)
            out1 = mem[address1];
        else
            out1 = {WORD_WIDTH{1'B0}};
    end
    always @ (negedge clk) begin
        if (rst)
            for (i=0; i<WORD_COUNT; i=i+1) mem[i] = {WORD_WIDTH{1'b0}};
        else if (save)
            mem[address0] = in;
    end
endmodule
--- flow/constraint.sdc ---
current_design TC_RamDualLoad

set clk_period 207.1
set clk_io_pct 0.2

create_clock -name clk0 -period $clk_period [get_ports {clk}]

set non_clock_inputs [all_inputs -no_clocks]
set_input_delay [expr $clk_period * $clk_io_pct] -clock clk0 $non_clock_inputs
set_output_delay [expr $clk_period * $clk_io_pct] -clock clk0 [all_outputs]
--- flow/run.sh ---
#!/bin/bash
# OpenROAD 26Q1-2900-gdf79404cd8, Yosys 0.63+post, stock flow scripts
make -C /OpenROAD-flow-scripts/flow DESIGN_CONFIG=/design/flow/config.mk WORK_HOME=/design/flow/orfs finish
==> run notes <==
Physical implementation.

- The synthesized design contains 8,192 enable-type register cells.
- TritonCTS built the clock tree.
- The count of cells resized by post-cts repair is 0.
- The cell internal power dissipation is 3210 uW.
- At the worst endpoint, the required time is 165.68 ns.
- The average instance in the mapped netlist occupies 17.6 um^2.
- Total global-route track usage over all layers is 49.5%.
- The share of the synthesized area in the top cell type is 60.1%.
- The biggest area contributor in the post-synthesis netlist is edfxtp_1.
- The number of failing hold endpoints at the final stage is 0.
- The combinational cell fraction of total power is 9.9%.
- The area of the mapped netlist is 409,000 um^2.
- No sink is reached through more buffers than the 4 on the longest clock path.
- Recorded from the global router log, the overflow total was 0.
- In the synthesized netlist, the cells that appear most often are 8,192 x edfxtp_1, 4,539 x mux4_2, 4,116 x and3_1, 1,979 x clkbuf_1, 572 x buf_2.
- After routing the design area is 490,000 um^2.
- The height of the chip is 907 um.
- The initial core utilization is 50.3%.
- The register bit total from synthesis is 8,192.
- The largest net degree at the start of global routing is 210.
- In this run the power density over the cells is 9.45 nW/um^2.
- The count of routing violations after the opening detailed-route iteration is 26,185.
- The floorplan die area is 822,000 um^2.
- For this design the total switching power over the nets is 1420 uW.
- The cell area after placement is 428,000 um^2.
- At the end of routability-driven placement, the weighted congestion stood at 1.12.
- Ranked by total cell area, the synthesized netlist is headed by edfxtp_1 60%, mux4_2 25%, and3_1 6.3%.
- The ratio of cells with drive above 1 in the final layout is 26.2%.
- Warnings raised by the tools during the run amount to 1,134.
- The commonest register cell is edfxtp_1.
- The synthesized netlist contains 71 unique library cells.
- For this design the top-level I/O count stands at 119.
- The number of port buffers is 70.
- CTS added clock buffers totalling 911.
- The count of cells along the worst hold path is 6.
- Between the synthesized netlist and the finished layout, the area growth was recorded as 19.7%.
- The relative slew slack is -12.4%.
- The number of standard-cell rows in the floorplan is 331.
- For this block, the routed nets add up to 1,810,000 um of wire.
- Note, the detailed placer reported a final HPWL of 1,180,000 um.
- The power report attributes to the clock group a share of 49.1%.
- The clock-pin transition on the worst setup and hold timing paths is 0.04 ns.
- Data on the critical path arrives at its endpoint at 110.01 ns.
- Net switching is 30.7% of the power.
- Looking at the clock tree report, the root buffer type is clkbuf_16.
- The average routed wire per standard cell is 41.7 um.
- The count of maximum capacitance violations is 4.
- Setup repair after global routing left no endpoint under its margin.
- After routing, the total negative slack on setup checks comes to 0 ns.
- The most common cell in the synthesized netlist is edfxtp_1.
- The checks that failed: max-capacitance violations, max-slew violations.
- Max fanout on the critical path was recorded as 2.
- The synthesized instance count is 23,210.
- The non-filler instance count after layout is 43,401.
- The type of destination of the critical path is an output port.
- The proportion of synthesized flip-flops having asynchronous set or reset is 0%.
- The remaining number of nets flagged by the antenna check after routing is 0.
- The cell count after placement is 33,138.
- Fill cells in the final layout number 59,096.
- The die boundary width is 907 um.
- Warnings reported by Yosys during synthesis add up to 1.
- The H-tree was split into 6 levels.
- The slew at the pin closest to its max-slew limit is 1.67 ns.
- The number of hold buffers added after CTS was 0.
- The number of clock sinks came to 8,192.
- The sequential share of power is 41.0%.
- The wire length of the first global-routing pass is 2,420,000 um.
- The type of the worst min-delay path is primary input to output port.
- Per Yosys stat, the portion of area used by sequential elements is 60.1%.
- The pre-antenna-repair detailed-routing pass consisted of 11 iterations.
- The maximum vdd drop is 0.0000101 V.
- The number of cells in Yosys stat is 23,210.
- According to the Yosys statistics, the synthesized design has a chip area of 409,000 um^2.
- The max-slew violation count is 7.
- The flow ran to the end, but the final reports show violations.
- In the routed design, unresolved DRC markers number 0.
- Summed over all cells, the static leakage comes to 0.207 uW.
- The total via count after detailed routing is 287,684.
- In the routed layout, each cell is associated on average with a via count of 6.63.
- The final timing report counts setup violations totalling 0.
- Post-CTS timing repair inserted 0 buffers for setup.
- Summing internal, switching and leakage power gives 4630 uW.
- The via count of the first global-routing pass is 314,209.
- The critical setup path kind is flip-flop to output port.
- The number of antenna violations at the first check in global routing was 225.
- The area of the core is 814,000 um^2.
- The finished layout reports a core utilization of 60.2%.
- The register with the most flip-flops in the layout has 8,192 of them.
- STA classifies the critical path startpoint as a flip-flop.
-- area by class of cell --
cell class | instances | area (um^2) | area share (%)
well taps | 10822 | 13500 | 2.76
repair buffers | 1975 | 15700 | 3.20
multi-input cells | 12142 | 153000 | 31.1
flip-flops and latches | 8192 | 246000 | 50.2
inverters | 7 | 42.5 | 0.00868
diodes | 428 | 1070 | 0.219
clock inverters | 8917 | 38000 | 7.76
clock buffers | 918 | 23000 | 4.69
-- stage by stage --
step	hold WS [ns]	setup slack, ns
4_1_cts	84.10	56.54
5_1_grt	84.15	56.21
2_1_floorplan	82.93	59.07
3_3_place_gp	84.09	56.41
3_5_place_dp	84.10	56.36
6_report	84.12	55.67
-- cell families after synthesis --
logic type      synth area share (%)
compound gates                  2.90
mux                             26.3
simple gates                    7.69
flops                           60.1
buf+inv                         3.03
-- cells in the final DEF (no fill, tap or decap), types with 46 or more instances in the layout --
| master | synthesis | routed |
|---|---|---|
| nor2_2 | 0 | 265 |
| nor2_1 | 453 | 144 |
| clkinvlp_2 | 0 | 261 |
| nand3_1 | 192 | 190 |
| a221oi_1 | 111 | 109 |
| o21ai_0 | 126 | 99 |
| nand2_1 | 354 | 333 |
| a21oi_1 | 234 | 230 |
| mux2_2 | 75 | 75 |
| a31oi_1 | 51 | 46 |
| clkbuf_16 | 0 | 918 |
| inv_4 | 0 | 49 |
| a22o_1 | 57 | 57 |
| diode_2 | 0 | 428 |
| mux2i_1 | 443 | 436 |
| a22oi_1 | 370 | 370 |
| nor3_1 | 76 | 68 |
| and3_1 | 4116 | 4115 |
| bufinv_16 | 0 | 129 |
| inv_1 | 6 | 8414 |
| o22ai_1 | 258 | 256 |
| a21o_1 | 257 | 257 |
| buf_4 | 167 | 1866 |
| edfxtp_1 | 8192 | 8192 |
| mux4_2 | 4539 | 4539 |
-- final timing paths --
| check | end | from |
|---|---|---|
| worst max-delay path | out0[12] | mem[214][12] |
| worst min-delay path | out0[5] | address0[6] |
-- layer usage --
metal  part of all wire (%)  wire (um)  vias up  GRT usage (%)
met3                     20     371000     5484           44.5
met1                     26     476000   141293           50.4
met2                     42     761000    25458           60.4
li1                       -          -   115142              -
met4                     10     186000      307           39.4
met5                   0.83      15000        -           18.9
-- power by group through the flow --
stage     sequential [uW]  clock, uW  combinational, uW
6_report             1900       2270                458
5_1_grt              1900       2500                455
4_1_cts              1900       2320                438
-- critical path, stage by stage, from the launching register on --
cell and delay (ns):
edfxtp_1 0.38, mux4_2 0.62, mux2i_1 0.70, o22ai_1 0.16, nor4_1 1.11, o2111ai_1 0.54
nor3_1 0.86, a31oi_1 0.23, buf_4 0.26, clkdlybuf4s50_1 0.42
Power and IR drop assume default switching activity.
