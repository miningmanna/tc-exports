File: config.mk
export PLATFORM = sky130hd
export DESIGN_NAME = TC_Ram8
export DESIGN_NICKNAME = TC_Ram8
export VERILOG_FILES = /design/flow/design.v
export SDC_FILE = /design/flow/constraint.sdc
export NUM_CORES = 4
export LEC_CHECK = 1
export CORE_UTILIZATION = 30
File: constraint.sdc
current_design TC_Ram8

set clk_period 13.3
set clk_io_pct 0.2

create_clock -name clk0 -period $clk_period [get_ports {clk}]

set non_clock_inputs [all_inputs -no_clocks]
set_input_delay [expr $clk_period * $clk_io_pct] -clock clk0 $non_clock_inputs
set_output_delay [expr $clk_period * $clk_io_pct] -clock clk0 [all_outputs]
File: design.v
module TC_Ram8 (clk, rst, load, save, address, in, out);
    parameter UUID = 0;
    parameter NAME = "";
    input clk;
    input rst;
    input load;
    input save;
    input [7:0] address;
    input [7:0] in;
    output reg [7:0] out;
    reg [7:0] mem [0:255];
    integer i;
    initial begin
        for (i=0; i<256; i=i+1) mem[i] = 8'b0000_0000;
        out = 8'b0000_0000;
    end
    always @ (address or rst or load) begin
        if (load && !rst)
            out <= mem[address];
        else
            out <= 8'b0000_0000;
    end
    always @ (negedge clk) begin
        if (rst)
            for (i=0; i<256; i=i+1) mem[i] <= 8'b0000_0000;
        else if (save)
            mem[address] <= in;
    end
endmodule
File: run.sh
#!/bin/bash
# OpenROAD 26Q1-2900-gdf79404cd8, Yosys 0.63+post, stock flow scripts
make -C /OpenROAD-flow-scripts/flow DESIGN_CONFIG=/design/flow/config.mk WORK_HOME=/design/flow/orfs finish
==> run summary <==
flow finished, numbers: 1st-iter DRT viols=3756, post-detail-place hpwl=162000 um, setup tns final=0 ns, Final Slew Violations=0, Post-CTS Setup Bufs=0, Die H=566 um, flip-flops with a built-in enable=2048, ys cells=6475, Biggest register=mem, Max-slew headroom=0.387, core area=316000 um2, Tool Warnings=1039, Arrival @ worst endpoint=10.54 ns, Setup crit end kind=output pin, via count=60500, CP Launch Type=flip-flop, PnR Total Power=17700 uW, antenna violations before repair=7, drt via density=4.72, I/O pin cnt=28, Routed WL=265000 um, gp weighted congestion=0.905, outcome=finished clean, DRC violations left=0, fin util=0.367, # port buffers=27, CP required=10.64 ns, first-pass GRT wire length=396000 um, Routed wire per std cell=20.7 um, CTS Root Cell=clkbuf_16, vias in the first global route=67500, Cell variety after synth=57, CTS tree=done, unrepaired setup endpoints after global routing=no, clk slew on worst S/H paths=0.03 ns, Max H-tree Level=4, Critical Setup Path Class=reg2out, PwrDens=153 nW/um2, Static Leak=0.0483 uW, row cnt=206, Yosys warnings=1, Syn Inst Count=6475, Hold Fails Final Rpt=0, share of cells above drive strength 1=0.161, top flop regs=mem: 2048 flops, GRT Residual Overflow=0, Setup violations, final=0, worst slack at placement=0.697 ns, Final WS setup=0.0998 ns, maximum vdd drop=0.137 mV, mapped cell area=95500 um2, number of max-cap violations=0, Num Clock Sinks=2048, area delta synth->final=21.6%, Slew @ Worst Pin=0.914 ns, Filler cells=28800, Async SR Flop Fraction=0, largest net degree at the start of global routing=145, all-layer global routing usage=0.176, FP Util=0.302, Final ANT Viol Nets=0, Hold Path Class=in2out, Die Area=320000 um2, CP Max Fanout=1, CTS max path bufs=3, drt pass-1 iters=5, syn avg cell area=14.7 um2, max reg flops=2048, Die W=566 um, Dominant Register Cell=edfxtp_1, Post-synth regs=2048, Synth Seq Share=0.644, Yosys chip area=95500 um2, TritonCTS buffer count=220
==> cells by family after synthesis <==
logic type	count (synthesis)	synth area share
and+or+nand+nor	2899	0.182
DFF	2048	0.644
muxes	662	0.122
buffers and inverters	507	0.0251
AOI/OAI and AO/OA	359	0.0263
==> per-stage QoR <==
step / std cells / hold slack [ns] / area [um2]
2_1_floorplan: 6475 / 5.62 / 95500
3_3_place_gp: 10400 / 6.66 / 100000
3_5_place_dp: 10400 / 6.64 / 100000
4_1_cts: 12800 / 6.62 / 116000
5_1_grt: 12800 / 6.62 / 116000
6_report: 12800 / 6.62 / 116000
==> power by group <==
group	switching [uW]	internal [uW]	total (uW)
registers	92.0	7470	7560
clock network	4250	4910	9160
logic	662	361	1020
total	5000	12700	17700
==> cell usage in the layout, fill, tap and decap left out, drive strengths merged, types with 7 or more instances in the layout <==
cell type,Yosys,routed
buf,191,217
nand4,24,24
nor3b,14,14
a21oi,42,42
nand2b,9,9
nor4,24,24
a31oi,10,10
nand2,107,107
a211oi,9,9
nor2b,16,16
nor2,302,302
clkbuf,313,222
o21ai,17,17
o22ai,77,77
edfxtp,2048,2048
a22o,7,7
a41oi,12,12
bufinv,0,53
nor3,10,10
mux4,397,397
a2bb2oi,7,7
mux2i,222,222
clkdlybuf4s50,0,10
or3,8,8
o211ai,11,11
a21o,16,16
clkinv,2,17
or2,245,245
clkinvlp,0,46
a22oi,114,114
or4,7,7
o2111ai,8,8
nand3,61,61
and2,1930,1930
o221ai,7,7
inv,1,2124
o21bai,7,7
mux2,43,43
and3,135,135
==> critical path: stages, from the launching register on <==
cell	delay [ns]
edfxtp_1	0.37
mux4_2	0.51
a31oi_1	0.31
nand4_1	0.24
or3_1	0.52
nor4_1	0.34
buf_4	0.21
a211oi_1	0.12
clkdlybuf4s50_1	0.47
==> what timing repair did <==
action                                  in CTS  in global routing
endpoints found under the setup margin       5                  4
gates resized                                6                  4
pin swaps                                    0                  0
hold buffers                                 0                  0
==> cells in the mapped netlist, types with 42 or more instances <==
cell type     n  area [um2]
clkbuf_1    313        1170
edfxtp_1   2048       61500
and3_1      135         845
mux4_2      397        8940
nand3_1      61         305
or2_2       244        1530
nor2_1      219         822
o22ai_1      77         482
mux2i_1     222        2220
buf_2       107         536
nand2_1     105         394
buf_4        48         360
and2_1     1930       12100
mux2_2       43         484
nor2_2       63         394
a21oi_1      42         210
a22oi_1     114         856
==> path summary, 6_finish.rpt <==
kind | from | to | slack (ns) | depth (start not counted)
max | mem[31][2] | out[2] | 0.1 | 8
min | address[4] | out[7] | 6.62 | 5
==> layout make-up <==
cell class | instances | area, um2 | area share
antenna | 2 | 5.00 | 0.0000431
inverter | 2 | 7.51 | 0.0000647
timing repair buffer | 227 | 1920 | 0.0165
tap | 4160 | 5200 | 0.0449
multi-input combinational | 3920 | 31700 | 0.273
clock buffer | 222 | 5560 | 0.0479
sequential | 2048 | 61500 | 0.530
clock inverter | 2238 | 10200 | 0.0878
==> per-layer routing <==
metal / GRT usage / vias up / wire, um
met5: 0.000744 / - / 0
met4: 0.0829 / 0 / 9570
met3: 0.121 / 482 / 34800
met2: 0.258 / 2978 / 126000
met1: 0.197 / 29200 / 94800
li1: - / 27900 / -
Power figures rest on the tool's default switching activity, not on a simulated workload.
